`design/flow/config.mk`:
```
export PLATFORM = sky130hd
export DESIGN_NAME = subordinator_axi
export DESIGN_NICKNAME = subordinator_axi
export VERILOG_FILES = /design/flow/design.v
export SDC_FILE = /design/flow/constraint.sdc
export NUM_CORES = 4
export LEC_CHECK = 1
export CORE_AREA = 10 10 70 70
export DIE_AREA = 0 0 80 80
```
`design/flow/constraint.sdc`:
```
current_design subordinator_axi

set clk_period 1.1
set clk_io_pct 0.2

create_clock -name clk0 -period $clk_period [get_ports {clk}]

set non_clock_inputs [all_inputs -no_clocks]
set_input_delay [expr $clk_period * $clk_io_pct] -clock clk0 $non_clock_inputs
set_output_delay [expr $clk_period * $clk_io_pct] -clock clk0 [all_outputs]
```
`design/flow/design.v`:
```
module subordinator_axi (
    input wire clk,
    input wire rst,
    output reg example_ifaceAWREADY,
    input wire [31:0] example_ifaceAWADDR,
    input wire example_ifaceAWVALID,
    output reg example_ifaceWREADY,
    input wire [31:0] example_ifaceWDATA,
    input wire example_ifaceWVALID,
    input  wire example_ifaceBREADY,
    output reg  example_ifaceBVALID,
    output reg example_ifaceARREADY,
    input wire [31:0] example_ifaceARADDR,
    input wire example_ifaceARVALID,
    input wire example_ifaceRREADY,
    output reg [31:0] example_ifaceRDATA,
    output reg example_ifaceRVALID
);
  reg [1:0] write_addr_data_recived;
  wire write_recived;
  assign write_recived = &write_addr_data_recived;
  reg [31:0] write_addr;
  reg [31:0] write_data;
  always @(posedge clk or negedge rst) begin
    if (!rst) begin
      write_addr_data_recived <= 2'b0;
    end else if (clk) begin
      if (example_ifaceAWVALID) begin
        write_addr_data_recived[0] <= 1;
        write_addr <= example_ifaceAWADDR;
      end
      if (example_ifaceWVALID) begin
        write_addr_data_recived[1] <= 1;
        write_data <= example_ifaceWDATA;
      end
    end
  end
  assign example_ifaceBVALID  = write_recived;
  assign example_ifaceAWREADY = ~write_addr_data_recived[0];
  assign example_ifaceWREADY  = ~write_addr_data_recived[1];
  always @(posedge clk or negedge rst) begin
    if (!rst) begin
      example_ifaceARREADY <= 1;
      example_ifaceRVALID  <= 0;
    end else if (clk) begin
      if (example_ifaceARVALID) begin
        example_ifaceARREADY <= 0;
        example_ifaceRDATA   <= 1111;
        example_ifaceRVALID  <= 1;
      end else begin
        example_ifaceRVALID  <= 0;
        example_ifaceARREADY <= 1;
      end
    end
  end
endmodule
```
`design/flow/run.sh`:
```
#!/bin/bash
# OpenROAD 26Q1-2900-gdf79404cd8, Yosys 0.63+post, stock flow scripts
make -C /OpenROAD-flow-scripts/flow DESIGN_CONFIG=/design/flow/config.mk WORK_HOME=/design/flow/orfs finish
```
==> CHANGELOG.md <==
### Changed

- Crit path time final: roughly 1.1 ns
- CTS Sinks: 4
- I/O pin total: 140
- CP max-delay cell: dfrtp_1
- CP Data Required Time: 0.88 ns
- Status: finished clean
- GP Congestion: 0.6567
- Crit path capture type: primary output
- Sequential fraction of design power: 0.409
- Top cells by area: buf_4 63%, dfrtp_1 20%, dfstp_2 6.9%
- Post-synth top cells: 32 x buf_4, 3 x dfrtp_1, 3 x inv_1
- Final slew viol count: 0
- Largest net degree at the start of global routing: 5
- Core area: approximately 3400 um^2
- Clk Latency, worst-skew pair: roughly 0.23 ns
- Routed wire length: around 740 um
- Fp_density: 0.1114
- CTS Hold Bufs: 0
- Fin. Hold Viols: 0
- Worst IR drop on VDD: around 120 uV
- Yosys stat area: 380.4 um^2
- Registers, synthesis: 4
- Worst reg-to-reg path cell count: 3
- R2R Path End: write_addr_data_recived[0]$_DFFE_PN0P_
- Count leader, synth: buf_4
- Ant diodes: 0
- Yosys stat cell total: approximately 44
- Main synth FF type: dfrtp_1
- Clock power share: 0.518
- Worst path max stage delay: between 0.3 and 0.4 ns
- Ys async rst share: 1.000
- Row count: 21
- H-tree depth: 1
- Post-layout util: 0.1289
- CP max FO: 3
- Syn Std Cell Area: 380.4 um^2
- DRC Markers: 0
- Via count: slightly below 200
- Router iterations before antenna repair: 2
- Vias per Instance: around 1.9
- Crit share post-route: 0.9910
- Library cell with the largest summed area after synthesis: buf_4
- Routed WL per cell: around 7 um
- Worst setup path endpoint: example_ifaceBVALID
- Gate Count Post-Synth: 44
- Int Pwr: 304.5 uW
- Final Skew: 0 ns
- IO Port Bufs: 9
- PwrDens: around 850 nW/um^2
- Sequential share of the synthesized area: 0.2664
- Total grt overflow: 0
- Sw Pwr: 71.34 uW
- Tool Warnings: between 100 and 150
- Filler Cell Count: 403
- Origin of the worst setup path: write_addr_data_recived[1]$_DFFE_PN0P_
- Vias in the first global route: 272
- DR iter-0 viols: 1
- CTS tree: built
- R2R Path Start: write_addr_data_recived[0]$_DFFE_PN0P_
- DP HPWL: around 690 um
- Root Buffer: clkbuf_4
- Critical path arrival: roughly 0.87 ns
- Leak Pwr: about 0.00024 uW
- Final setup violation count: 0
- Final Hold Slack: ~0.18 ns
- Max Cap Viol: 0
- Gr usage total: 0.02018
- Critical-path cell list: and2_4, buf_6
- CTS Buf Count: 3
- Flop2flop setup slack: ~0.15 ns
- DIE AREA: between 6000 and 7000 um^2
- Setup tns final: 0 ns
- RSZ-0062 raised after global routing: true
- Share of cells above drive strength 1: 0.1897
- Comb pwr share: 0.073
- Post-route ant nets: 0
- Initial antenna violation count: 0
- Die Height: 80 um
- Hold Path Class: input pin to asynchronous set/reset pin
- F_max: a little over 900 MHz
- Area leader share: 0.6316
- Die W: about 80 um
- Syn_area_per_cell: between 8 and 9 um^2
- Flip-flops with a built-in enable: 0
- Syn-to-layout area delta: 15.79%
- First-pass GRT wire length: 1097 um
- Bufs on Longest Clock Path: 2
- CP Class: register to primary output
- Reg clk slew, reported paths: ~0.04 ns
- Crit start category: register
- Yosys warns: 4
- Switching part of the total: 0.1898
- Cell variety after synth: 7
metal layers:
layer  routed length [um]  part of all wire  track usage
met5                    0                 0            0
met3                   66             0.089     0.009091
met1                  299              0.40      0.02136
met2                  355              0.48      0.03210
met4                   21             0.028      0.01232
metrics by stage:
stage | cell area (um^2) | setup WS [ns] | power, uW | instances
finish | 440.4 | 0.009865 | 375.9 | 104
global route | 440.4 | -0.03770 | 401.8 | 104
global placement | 407.9 | -0.07493 | 189.7 | 98
detailed placement | 407.9 | -0.08267 | 189.4 | 98
CTS | 447.9 | -0.08836 | 390.8 | 105
floorplan | 493.0 | 0.3605 | 236.2 | 74
area by class of cell:
type	instances	area, um^2	share of cell area
multi-input cells	35	141.4	0.3210
repair buffers	12	102.6	0.2330
flip-flops and latches	4	101.3	0.2301
well taps	46	57.56	0.1307
clock buffers	4	26.28	0.05966
inverters	3	11.26	0.02557
how the worst min path moves through the flow:
| stage | end | startpoint | slack, ns | cells past startpoint |
|---|---|---|---|---|
| 6_report | write_addr_data_recived[1]$_DFFE_PN0P_ | rst | 0.18 | 1 |
| 5_1_grt | write_addr_data_recived[1]$_DFFE_PN0P_ | rst | 0.18 | 1 |
| 4_1_cts | write_addr_data_recived[1]$_DFFE_PN0P_ | rst | 0.18 | 1 |
critical path, delay by kind of cell (launching register included):
family	cells	cell delay (ns)
flops	1	0.38
simple gates	1	0.16
buf+inv	1	0.10
cells in the final DEF, fill, tap and decap left out, types with 2 or more instances in the layout:
master | Yosys | layout
conb_1 | 2 | 32
clkdlybuf4s50_1 | 0 | 4
inv_1 | 3 | 3
clkbuf_4 | 0 | 3
dfrtp_1 | 3 | 3
buf_4 | 32 | 3
or2_1 | 2 | 2
power groups by stage:
stage     sequential (uW)  combinational, uW  clock, uW
4_1_cts               154               31.3        206
5_1_grt               154               35.0        213
6_report              154               27.6        195
registers in the layout, indices dropped and copies added, names as in the netlist:
| register | count |
|---|---|
| write_addr_data_recived | 2 |
| example_ifaceRVALID | 1 |
| example_ifaceARREADY | 1 |
cell families after synthesis:
group                  count (synthesis)  synth area share
other                                  2           0.01974
AND/OR/NAND/NOR                        3           0.05263
buffers and inverters                 35            0.6612
flip-flops                             4            0.2665
timing repair:
action	4_1_cts	5_1_grt
setup buffers	3	0
gates resized	11	4
gates cloned	0	0
pin swaps	1	0
setup endpoints to repair	5	4
Power is estimated from default activity; no workload was simulated.
